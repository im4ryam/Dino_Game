`config.mk`:
```
export PLATFORM = sky130hd
export DESIGN_NAME = rocks
export DESIGN_NICKNAME = rocks
export VERILOG_FILES = /design/flow/design.v
export SDC_FILE = /design/flow/constraint.sdc
export NUM_CORES = 4
export LEC_CHECK = 1
export CORE_UTILIZATION = 30
```
`constraint.sdc`:
```
current_design rocks

set clk_period 3.7
set clk_io_pct 0.2

create_clock -name clk0 -period $clk_period [get_ports {MAX10_CLK1_50}]

set non_clock_inputs [all_inputs -no_clocks]
set_input_delay [expr $clk_period * $clk_io_pct] -clock clk0 $non_clock_inputs
set_output_delay [expr $clk_period * $clk_io_pct] -clock clk0 [all_outputs]
```
`design.v`:
```
module counter (C, bcd);     
	input C;	  
	output [2:0] bcd;           							
	parameter m = 26;
	reg [m-1:0] fast_count;
	reg[2:0] slow_count;
	always @(posedge C)
		if (fast_count > 24'd5000000)
			fast_count <= 0;
		else
			fast_count <= fast_count + 1'b1;    
	always @ (posedge C)
		if (fast_count == 0)
			if (slow_count == 3'h5)
				slow_count <= 3'h0;
			else
				slow_count <= slow_count + 1'b1;
	assign bcd = slow_count;
endmodule
module rocks (
    input        MAX10_CLK1_50,
    input        ADC_CLK_10,     
    input        KEY0,           
    output reg [34:0] data_flat  
);
  wire slow_clk;
  counter CO (MAX10_CLK1_50, slow_clk);
  wire reset = 1'b0;
  reg [2:0] frame      = 3'd1;
  reg [1:0] rock_type  = 2'd0;   
  always @(posedge slow_clk or posedge reset) begin
    if (reset) begin
      frame     <= 3'd1;
      rock_type <= 2'd0;
    end else begin
      frame <= (frame == 3'd7) ? 3'd1 : frame + 3'd1;
      if (frame == 3'd7)
        rock_type <= (rock_type == 2) ? 2'd0 : rock_type + 2'd1;
    end
  end
  always @(*) begin
    case (rock_type)
      2'd0: case (frame)
        3'd1: data_flat = {
                  ~(5'b11111), ~(5'b11111),
                  ~(5'b11111), ~(5'b11111),
                  ~(5'b11111), ~(5'b11111),
                  ~(5'b11110)
                };
        3'd2: data_flat = {
                  ~(5'b11111), ~(5'b11111),
                  ~(5'b11111), ~(5'b11111),
                  ~(5'b11111), ~(5'b11110),
                  ~(5'b11111)
                };
        3'd3: data_flat = {
                  ~(5'b11111), ~(5'b11111),
                  ~(5'b11111), ~(5'b11111),
                  ~(5'b11110), ~(5'b11111),
                  ~(5'b11111)
                };
        3'd4: data_flat = {
                  ~(5'b11111), ~(5'b11111),
                  ~(5'b11111), ~(5'b11110),
                  ~(5'b11111), ~(5'b11111),
                  ~(5'b11111)
                };
        3'd5: data_flat = {
                  ~(5'b11111), ~(5'b11111),
                  ~(5'b11110), ~(5'b11111),
                  ~(5'b11111), ~(5'b11111),
                  ~(5'b11111)
                };
        3'd6: data_flat = {
                  ~(5'b11111), ~(5'b11110),
                  ~(5'b11111), ~(5'b11111),
                  ~(5'b11111), ~(5'b11111),
                  ~(5'b11111)
                };
        3'd7: data_flat = {
                  ~(5'b11110), ~(5'b11111),
                  ~(5'b11111), ~(5'b11111),
                  ~(5'b11111), ~(5'b11111),
                  ~(5'b11111)
                };
      endcase
      2'd1: case (frame)
        3'd1: data_flat = {
                  ~(5'b11111), ~(5'b11111),
                  ~(5'b11111), ~(5'b11111),
                  ~(5'b11111), ~(5'b11110),
                  ~(5'b11110)
                };
        3'd2: data_flat = {
                  ~(5'b11111), ~(5'b11111),
                  ~(5'b11111), ~(5'b11111),
                  ~(5'b11110), ~(5'b11110),
                  ~(5'b11111)
                };
        3'd3: data_flat = {
                  ~(5'b11111), ~(5'b11111),
                  ~(5'b11111), ~(5'b11110),
                  ~(5'b11110), ~(5'b11111),
                  ~(5'b11111)
                };
        3'd4: data_flat = {
                  ~(5'b11111), ~(5'b11111),
                  ~(5'b11110), ~(5'b11110),
                  ~(5'b11111), ~(5'b11111),
                  ~(5'b11111)
                };
        3'd5: data_flat = {
                  ~(5'b11111), ~(5'b11110),
                  ~(5'b11110), ~(5'b11111),
                  ~(5'b11111), ~(5'b11111),
                  ~(5'b11111)
                };
        3'd6: data_flat = {
                  ~(5'b11110), ~(5'b11110),
                  ~(5'b11111), ~(5'b11111),
                  ~(5'b11111), ~(5'b11111),
                  ~(5'b11111)
                };
        3'd7: data_flat = {
                  ~(5'b11111), ~(5'b11111),
                  ~(5'b11111), ~(5'b11111),
                  ~(5'b11111), ~(5'b11111),
                  ~(5'b11110)
                };
      endcase
      2'd2: case (frame)
        3'd1: data_flat = {
                  ~(5'b11111), ~(5'b11111),
                  ~(5'b11111), ~(5'b11111),
                  ~(5'b11111), ~(5'b11111),
                  ~(5'b11100)
                };
        3'd2: data_flat = {
                  ~(5'b11111), ~(5'b11111),
                  ~(5'b11111), ~(5'b11111),
                  ~(5'b11111), ~(5'b11100),
                  ~(5'b11111)
                };
        3'd3: data_flat = {
                  ~(5'b11111), ~(5'b11111),
                  ~(5'b11111), ~(5'b11111),
                  ~(5'b11100), ~(5'b11111),
                  ~(5'b11111)
                };
        3'd4: data_flat = {
                  ~(5'b11111), ~(5'b11111),
                  ~(5'b11111), ~(5'b11100),
                  ~(5'b11111), ~(5'b11111),
                  ~(5'b11111)
                };
        3'd5: data_flat = {
                  ~(5'b11111), ~(5'b11111),
                  ~(5'b11100), ~(5'b11111),
                  ~(5'b11111), ~(5'b11111),
                  ~(5'b11111)
                };
        3'd6: data_flat = {
                  ~(5'b11111), ~(5'b11100),
                  ~(5'b11111), ~(5'b11111),
                  ~(5'b11111), ~(5'b11111),
                  ~(5'b11111)
                };
        3'd7: data_flat = {
                  ~(5'b11100), ~(5'b11111),
                  ~(5'b11111), ~(5'b11111),
                  ~(5'b11111), ~(5'b11111),
                  ~(5'b11111)
                };
      endcase
    endcase
  end
endmodule
```
`run.sh`:
```
#!/bin/bash
# OpenROAD 26Q1-2900-gdf79404cd8, Yosys 0.63+post, stock flow scripts
make -C /OpenROAD-flow-scripts/flow DESIGN_CONFIG=/design/flow/config.mk WORK_HOME=/design/flow/orfs finish
```
==> reports/qor.yml <==
run_status:
  status: "complete, no violations"
pwr:
  p_per_area_mw_per_mm2: 230
  irDropWorstVdd_v: 0.000245
  p_leak_nw: 1.01
yosys:
  xor_area_frac: 0.0805
  mux_share: 0.00438
  synthesis.area_sq_mm: 0.00228
  adder_share: 0.0822
  synth_area_per_cell_sq_um: 9.13
  flop_cell: "dfxtp_1"
  yosys_cells: 250
  synthCells: 250
  simple_gate_share: 0.250
  yosys.area_share.aoi: 0.0636
  ys_top_cells_by_area: "dfxtp_1, dlxtn_1, ha_1, buf_4, edfxtp_1"
  yosys_area_sq_mm: 0.00228
  yosysUniqueCellTypes: 39
  common_cells: "dfxtp_1, nor2_1, buf_4, xor2_1"
  synth-edff-count: 5
  topCombFamilyByArea: "simple AND/OR/NAND/NOR gates"
  async_flop_share: 0
  synth_area_leader_cell: "dfxtp_1"
  top_area_frac: 0.254
  most_common_cell: "dfxtp_1"
  synth_flops: 48
  yosysWarnings: 3
sta:
  hold_viol: 0
  finalSetupTns_ns: 0
  setup_violations: 0
  untimed_endpoints: 35
  tightest_slew_ns: 0.685
  period_used_share: 0.576
  fmax_mhz: 469
  drv_slew: 0
  fin_worst_skew_ns: 0.00406
  max-slew-margin-rel: 0.542
  fin_crit_ns: 2.13
  unclocked_pins: 19
  rsz0062_at_grt: "no"
routing:
  diodes: 0
  wl_per_cell_microns: 9.34
  antenna_left: 0
  drc: 0
  finalWirelength_mm: 3.42
  dr.pass1.iters: 4
  routed_via_density: 4.27
  num_vias: 1562
  first_iter_violations: 28
floorplanning:
  fp_util: 0.313
  dieHeight_microns: 89.2
  coreArea_sq_mm: 0.00729
  chipArea_sq_mm: 0.00796
  rows: 31
  die-width_microns: 89.2
  pin_count: 38
global_route:
  antenna_found_initial: 0
  grt_usage: 0.0927
  grt_pass1_wl_mm: 5.93
  grt-ovfl-total: 0
  grt_pass1_vias: 1312
  grt_max_degree: 22
worst_setup_path:
  endpoint: "CO.fast_count[11]$_SDFF_PN0_"
  crit_type: "flip-flop to flip-flop"
  r2r_cells: 5
  reg2reg_from: "CO.fast_count[23]$_SDFF_PN0_"
  critPathMaxFanout: 21
  startpoint: "CO.fast_count[23]$_SDFF_PN0_"
  endpoint_kind: "flip-flop"
  timing.rr.end: "CO.fast_count[11]$_SDFF_PN0_"
  reg2reg_slack_ns: 1.57
  cp-start-kind: "flip-flop"
  arrival_ns: 2.27
  cp.required_ns: 3.84
clocking:
  path_clk_slew_ns: 0.06
  holdBufCountCts: 0
  numCtsBuffers: 5
  cts_tree: "yes"
  root_buffer: "clkbuf_8"
  post_cts_buffers: 0
  clock_path_buffers: 2
  cts_max_level: 2
  cts_resized: 0
  insertion_delay_ns: 0.28
placement:
  portBuffers: 14
  dp_hpwl_mm: 2.54
  gp_congestion: 0.865
  placed_area_sq_mm: 0.00243
min_path:
  hold_class: "flip-flop to flip-flop"
run:
  cap_viol_max_count: 0
  warnings: 37
final_layout:
  area.growth.synth_to_final_pct: 10.0
  drive_gt1_frac: 0.0861
  fin_area_sq_mm: 0.00251
-- per-layer routing --
| metal | global-route usage | vias up | share of wire |
|---|---|---|---|
| met4 | 0.0115 | 0 | 0.013 |
| met5 | 0 | - | 0 |
| met2 | 0.140 | 28 | 0.44 |
| met1 | 0.145 | 706 | 0.50 |
| met3 | 0.0169 | 6 | 0.041 |
| li1 | - | 822 | - |
-- layout make-up --
type                            instances  area (sq um)
Clock buffer                            6          72.6
Clock inverter                          2          10.0
Fill cell                             774          4780
Inverter                               10          37.5
Multi-Input combinational cell        187          1190
Sequential cell                        48           941
Tap cell                               99           124
Timing Repair Buffer                   14           140
-- registers in the layout (all words and copies together), names as in the netlist --
name           cells
CO.fast_count     26
data_flat         14
CO.slow_count      3
frame              3
rock_type          2
-- worst max-delay path, cell delays in order, from the launching register on --
cell,delay [ns]
dfxtp_1,0.30
nor3_1,0.28
nand4_1,0.20
or4_4,0.54
a2bb2oi_4,0.56
nor2_1,0.12
-- metrics by stage --
| stage | hold WS (ns) | instances | total power (W) | util | setup WS [ns] |
|---|---|---|---|---|---|
| 3_3_place_gp | 0.466 | 358 | 0.000343 | 0.333 | 1.59 |
| 2_1_floorplan | 0.450 | 273 | 0.000357 | - | 2.04 |
| 3_5_place_dp | 0.469 | 358 | 0.000343 | 0.333 | 1.55 |
| 4_1_cts | 0.485 | 366 | 0.000589 | 0.345 | 1.54 |
| 6_report | 0.481 | 366 | 0.000579 | 0.345 | 1.57 |
| 5_1_grt | 0.515 | 366 | 0.000607 | 0.345 | 1.42 |
-- logic make-up after synthesis --
| group | after synthesis |
|---|---|
| AND-OR/OR-AND | 21 |
| latches | 14 |
| other | 1 |
| adder cells (fa/ha/maj) | 15 |
| XOR/XNOR | 21 |
| AND/OR/NAND/NOR | 105 |
| multiplexers | 1 |
| flip-flops | 34 |
| buffers and inverters | 38 |
-- worst min-delay path by stage --
stage	startpoint	end	slack [ns]	depth (start not counted)
6_report	CO.fast_count[0]$_SDFF_PN0_	CO.fast_count[0]$_SDFF_PN0_	0.48	1
5_1_grt	CO.fast_count[0]$_SDFF_PN0_	CO.fast_count[0]$_SDFF_PN0_	0.52	1
4_1_cts	CO.fast_count[0]$_SDFF_PN0_	CO.fast_count[0]$_SDFF_PN0_	0.48	1
-- layout by cell type (no fill, tap or decap) --
| cell type | instances |
|---|---|
| a31o_2 | 1 |
| nor2b_1 | 4 |
| a21o_1 | 2 |
| mux2i_1 | 1 |
| or3_1 | 1 |
| nor4_2 | 1 |
| inv_1 | 10 |
| or4_4 | 1 |
| nor2_2 | 10 |
| o21ai_0 | 6 |
| and3_1 | 7 |
| nor4_1 | 3 |
| nand2b_1 | 3 |
| nor3_1 | 5 |
| conb_1 | 24 |
| clkbuf_1 | 1 |
| nor3_2 | 1 |
| xnor2_1 | 4 |
| o211ai_1 | 1 |
| clkinv_2 | 2 |
| o22ai_1 | 2 |
| edfxtp_1 | 5 |
| clkdlybuf4s50_1 | 14 |
| nor2_1 | 24 |
| xor2_1 | 17 |
| a22oi_1 | 2 |
| and4_1 | 2 |
| and2_1 | 4 |
| nand2_1 | 15 |
| a2bb2oi_4 | 1 |
| nor4_4 | 1 |
| a21oi_1 | 6 |
| dfxtp_1 | 29 |
| nand3_1 | 14 |
| clkbuf_8 | 5 |
| ha_1 | 15 |
| dlxtn_1 | 14 |
| nand4_1 | 9 |
-- power breakdown --
part	switching, W	total (W)	internal, W	leakage [nW]
clock	0.000114	0.000244	0.000130	0.0450
sequential	0.00000191	0.000324	0.000322	0.391
combinational	0.00000788	0.0000112	0.00000336	0.575
total	0.000123	0.000579	0.000455	1.01
Power and IR drop assume default switching activity.
